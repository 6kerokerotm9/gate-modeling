[flow/config.mk]
export PLATFORM = sky130hd
export DESIGN_NAME = AND32_2x1
export DESIGN_NICKNAME = AND32_2x1
export VERILOG_FILES = /design/flow/design.v
export SDC_FILE = /design/flow/constraint.sdc
export NUM_CORES = 4
export LEC_CHECK = 1
export CORE_AREA = 10 10 70 70
export DIE_AREA = 0 0 80 80
[flow/constraint.sdc]
current_design AND32_2x1

set clk_period 1.0
set clk_io_pct 0.2

create_clock -name clk0 -period $clk_period

set non_clock_inputs [all_inputs -no_clocks]
set_input_delay [expr $clk_period * $clk_io_pct] -clock clk0 $non_clock_inputs
set_output_delay [expr $clk_period * $clk_io_pct] -clock clk0 [all_outputs]
[flow/design.v]
module NOR32_2x1(Y,A,B);
output [31:0] Y;
input [31:0] A;
input [31:0] B;
genvar i;
generate
for(i=0; i<32; i=i+1)
begin : nor32_gen_loop
  nor nor_inst(Y[i], A[i], B[i]);
end
endgenerate
endmodule
module NOR2x1(Y, A); 
output Y;
input [31:0] A;
wire [31:0] result;
assign result[0] = A[0];
genvar i;
generate
for(i=1; i<32; i=i+1)
begin : nor32_gen_loop
  or nor_inst(result[i], A[i], result[i-1]);  
end
endgenerate
not inverse(Y, result[31]);
endmodule
module AND32_2x1(Y,A,B);
output [31:0] Y;
input [31:0] A;
input [31:0] B;
genvar i;
generate
for(i=0; i<32; i=i+1)
begin : nor32_gen_loop
  and and_inst(Y[i], A[i], B[i]);
end
endgenerate
endmodule
module INV32_1x1(Y,A);
output [31:0] Y;
input [31:0] A;
genvar i;
generate
for(i=0; i<32; i=i+1)
begin : not32_gen_loop
  not not_inst(Y[i], A[i]);
end
endgenerate
endmodule
module OR32_2x1(Y,A,B);
output [31:0] Y;
input [31:0] A;
input [31:0] B;
genvar i;
generate
for(i=0; i<32; i=i+1)
begin : or32_gen_loop
  or or_inst(Y[i], A[i], B[i]);
end
endgenerate
endmodule
[flow/run.sh]
#!/bin/bash
# OpenROAD 26Q1-2900-gdf79404cd8, Yosys 0.63+post, stock flow scripts
make -C /OpenROAD-flow-scripts/flow DESIGN_CONFIG=/design/flow/config.mk WORK_HOME=/design/flow/orfs finish
==> impl_metrics.ini <==
; physical design summary
[die]
ios = 96
dieArea_sq_um = 6400
fp_util_pct = 5.861
dieHeight_um = 80
die_x_um = 80
fp-row-count = 21
core-area_sq_um = 3416

[pwr]
comb_power_share_pct = 100.0
pwr-share-clk_pct = 0
p_sw_share_pct = 19.57
finalPower_mw = 0.2480
seqPwrFrac_pct = 0
power.density_nw_per_um2 = 252.8
switchingPower_mw = 0.04854
ir_drop_v = 0.00008653
power_report.internal_total_mw = 0.1995
power.leakage_nw = 0.5764

[drt]
drcViolationCount = 0
drtIter0Drc = 2
route.antenna.diode_count = 0
drt_pass1_iterations = 2
via_count = 551
antenna_left = 0
wl_per_cell_um = 12.49
via_per_inst = 3.167
wl_mm = 2.173

[run_status]
status = finished, final reports clean

[cells_and_area]
final_layout_size_suffix_gt1_share_pct = 25.78
syn2layout_area_growth_pct = 390.0
seq_area_sq_um = 0
layout_top_cell = dlygate4sd2_1
fin_cells = 174
design_area_sq_um = 980.9
clkbuf_count = 0
fin_util_pct = 28.72
ff_count = 0
lay_top_cells = dlygate4sd2_1, buf_2, and2_1
nFillCells = 416
layout.area.comb_sq_um = 202.7

[critical_path]
crit_slowest_cell = dlygate4sd2_1
crit_arrival_ns = 0.68
crit_required_ns = 0.80
worst_setup_path_end_kind = output port
worstPathCellList = dlygate4sd2_1 > and2_1 > buf_2
worstPathMaxFanout = 1
cpPeakStageDelay_ns = 0.23
cp-start-kind = primary input
worstSetupPathType = primary input to output port

[synth]
syn_inst = 32
syn-cell-area_sq_um = 200.2
top_cell_area_share_pct = 100.0
yosys_area_sq_um = 200.2
yosys_warnings = 0
topCellsByArea = and2_1
top_area_cell = and2_1
ys_cells = 32
synth.distinct_cells = 1
syn_area_per_cell_sq_um = 6.256
yosysSeqAreaShare_pct = 0

[global_routing]
overflow = 0
grt_max_degree = 2
grt_pass1_vias = 650
grt_pass1_wl_mm = 3.305
antenna_found_initial = 0
grt_use_total_pct = 6.234

[final_timing]
fmax_mhz = 1137
setup_violations = 0
finalClockPeriodUsage_pct = 87.96
relSlewSlack_pct = 96.72
period_minus_slack_ns = 0.8796
final-max-slew-violation-count = 0
timing.hold.ws_ns = 0.7641
rsz0062_at_grt = no
tightestPinTransition_ns = 0.04923
hold_violations = 0

[clock_tree]
cts_setup_buffers = 0

[placement]
port_buffers = 96
gp_congestion = 0.8063
hpwl_mm = 2.170
post_dp_cell_area_sq_um = 1219
placed_cells = 174

[run]
warning_count = 32
cap_violations = 0

[min_path]
holdPathStages = 3
hold_class = primary input to output port
stage by stage:
step,setup TNS (ns),worst slack [ns]
finish,0,0.1204
global route,0,0.08128
detailed placement,-13.98,-0.4734
global placement,-13.79,-0.4637
CTS,0,0.1063
floorplan,0,0.4864
worst paths after layout:
kind / to / slack [ns] / startpoint
setup / recovery: Y[17] / 0.12 / B[17]
hold / removal: Y[24] / 0.76 / A[24]
synthesized netlist by cell type, drive strengths merged:
cell type / instances
and2: 32
cells by family (layout without fill, tap and decap cells):
family / after synthesis / in the layout / share of synthesized area (%)
simple gates: 32 / 32 / 100.0
buf+inv: 0 / 96 / 0
layout make-up:
class / count / share of cell area, %
timing repair buffer: 96 / 73.47
multi-input combinational: 32 / 20.66
tap: 46 / 5.867
power groups by stage:
stage / combinational, mW / clock [mW] / sequential [mW]
after CTS: 0.257 / 0 / 0
after global routing: 0.280 / 0 / 0
final: 0.248 / 0 / 0
worst max-delay path, delay by kind of cell:
| kind | cells | cell delay (ns) |
|---|---|---|
| buffers and inverters | 2 | 0.34 |
| and+or+nand+nor | 1 | 0.14 |
layer usage:
layer / global-route usage [%] / wire length [um]
met1: 6.394 / 725
met5: 0 / 0
met3: 3.409 / 310
met2: 11.48 / 1137
met4: 0 / 0
repair_timing:
item | 4_1_cts | 5_1_grt
gates resized | 163 | 0
endpoints found under the setup margin | 32 | 0
hold buffers | 0 | 0
Power is estimated from default activity; no workload was simulated.
